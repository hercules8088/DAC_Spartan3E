--- design/flow/run.sh ---
#!/bin/bash
# OpenROAD 26Q1-2900-gdf79404cd8, Yosys 0.63+post, stock flow scripts
make -C /OpenROAD-flow-scripts/flow DESIGN_CONFIG=/design/flow/config.mk WORK_HOME=/design/flow/orfs finish
--- design/flow/config.mk ---
export PLATFORM = sky130hd
export DESIGN_NAME = DAC
export DESIGN_NICKNAME = DAC
export VERILOG_FILES = /design/flow/design.v
export SDC_FILE = /design/flow/constraint.sdc
export NUM_CORES = 4
export LEC_CHECK = 1
export CORE_UTILIZATION = 50
--- design/flow/constraint.sdc ---
current_design DAC

set clk_period 2.3
set clk_io_pct 0.2

create_clock -name clk0 -period $clk_period [get_ports {clock_in}]

set non_clock_inputs [all_inputs -no_clocks]
set_input_delay [expr $clk_period * $clk_io_pct] -clock clk0 $non_clock_inputs
set_output_delay [expr $clk_period * $clk_io_pct] -clock clk0 [all_outputs]
--- design/flow/design.v ---
`timescale 1ns / 1ps
module DAC(
    output reg select,
    output clock,
    output reg MOSI,
    output reset,
	 input start,
	 input clock_in,
	 input half
    );
assign reset = 1'b1;
reg [4:0] clock_counter = 5'b0;
always@(posedge clock_in)
begin 
clock_counter <= clock_counter + 1;
end
assign clock = clock_counter[2];
parameter S_idle = 1'b0,
			S_active = 1'b1;
reg state = S_idle;
reg [31:0] count;
reg T_0,T_1;
reg [11:0] volt_counter = 12'b0;
always@(posedge clock)
begin
case(state)
	S_idle:	begin
					T_0 <= 1'b1;
					T_1 <= 1'b0;
					if(start == 1'b1)
						begin
							state <= S_active;
							volt_counter <= volt_counter + 1;
						end
				end
	S_active: begin
					T_0 <= 1'b0;
					T_1 <= 1'b1;
					if(count == 5'b11111)
						state <= S_idle;
				end
endcase
end
always@(negedge clock)
begin
if(T_0 == 1'b1)
	begin
		select <= 1'b1;
		MOSI <= 1'b1;
		count <= 32'b0;
	end
else if(T_1 == 1'b1)
	begin 
		count <= count+1;
		select <= 1'b0;
		case(count)
			32'd8: MOSI<=1'b0;
			32'd9: MOSI<=1'b0;
			32'd16: MOSI <= volt_counter[11];
			32'd17: MOSI <= volt_counter[10];
			32'd18: MOSI <= volt_counter[9];
			32'd19: MOSI <= volt_counter[8];
			default: MOSI<=1'b1;		
		endcase
	end
end
endmodule
==> impl_metrics.tcl <==
# metrics dict for downstream scripts
set metrics [dict create \
    syn_area_per_cell_sq_um 9.46 \
    dp.cells 327 \
    routed_wl_um 4260 \
    fin_crit_ns 1.65 \
    portBuffers 4 \
    row_count 25 \
    cp_cell_sequence "buf_4, clkdlybuf4s50_1" \
    total_power_w 0.000203 \
    dp_hpwl_um 3100 \
    worst-endpoint-required_ns 1.84 \
    skew_ns 0.00288 \
    p_leak_nw 0.951 \
    place_congestion 0.803 \
    flop_cell "dfxtp_1" \
    grt_max_degree 42 \
    setup.worst_path.end_class "output port" \
    edf_count 12 \
    irDropWorstVdd_uv 500 \
    r2r_cells 2 \
    top_cell_area_share_pct 32.0 \
    period_used_pct 71.7 \
    untimed_endpoints 63 \
    warning_count 29 \
    numCtsBuffers 3 \
    fp.dieH_um 72.7 \
    gr-usage-all-layers_pct 17.6 \
    synth_area_sq_um 2500 \
    async_reset_ff_share_pct 0 \
    arrival_ns 1.19 \
    slowest_delay_ns 0.48 \
    worstSetupStartpoint "clock_counter[2]" \
    grt_pass1_wl_um 7270 \
    drt_iter0_markers 37 \
    top_logic_kind "simple AND/OR/NAND/NOR gates" \
    rsz0062_at_grt "false" \
    final-hold-violation-count 0 \
    hold_path.startpoint "clock_counter[0]" \
    hold_class "flop to flop" \
    ys_area_sq_um 2500 \
    coreArea_sq_um 4750 \
    grt_pass1_vias 1593 \
    h-tree-depth 1 \
    synth_cell_types 40 \
    area_growth_pct 5.56 \
    unclocked_pins 49 \
    dr.pass1.iters 4 \
    cp_slowest_cell "clkdlybuf4s50_1" \
    ys_sh_adder_pct 3.00 \
    reg2reg_from "clock_counter[2]" \
    ys_cells 264 \
    fp_util_pct 52.6 \
    vias_per_cell 5.49 \
    drc_errors 0 \
    yosys-mux-area-fraction_pct 2.20 \
    die_area_sq_um 5280 \
    antenna_found_initial 0 \
    setup_viol 0 \
    layout-drive-gt1-share_pct 6.44 \
    die_w_um 72.7 \
    clock_latency_ns 0.21 \
    start_kind "flop" \
    p_comb_share_pct 1.1 \
    internal_power_w 0.000172 \
    clkTransAtPathRegs_ns 0.03 \
    grt_overflow 0 \
    synth-compound-area-share_pct 9.66 \
    powerDensity_nw_per_um2 76.8 \
    diodes 0 \
    pin_count 7 \
    switchingPower_w 0.0000306 \
    critical_path_class "flop to output port" \
    fin_setup_tns_ns 0 \
    cts_tree "done" \
    status "complete, no violations" \
    ys_seq_share_pct 46.5 \
    synth_dominant_cell_count "dfxtp_1" \
    switching_share_pct 15.1 \
    seq_power_share_pct 25.9 \
    path_max_fanout 18 \
    ant_nets 0 \
    ys.flops 52 \
    cts_resized 0 \
    instances_no_fill 331 \
    finalMaxSlewViolations 0 \
    cts_buffer_depth 2 \
    wl_per_cell_um 12.9 \
    postCtsHoldBufs 0 \
    holdPathStages 1 \
    top_cells_by_count "40 x dfxtp_1, 23 x nor2_1, 18 x a21oi_1" \
    clock-root-buffer "clkbuf_8" \
    synthTopCellsByArea "dfxtp_1 32%, edfxtp_1 14%, xnor2_1 4.9%" \
    yosysTopAreaCell "dfxtp_1" \
    yosysWarnings 1 \
    max_clock_freq_mhz 606 \
    p_clk_share_pct 73.0 \
    syn_inst 264 \
    post-place-ws_ns 0.872 \
    vias 1817 \
    synthSimpleGateAreaFrac_pct 26.3 \
    post_cts_buffers 0 \
    maxCapViolations 0 \
    setup_slack_ns 0.650 \
    synth.cellmix.xorXnorShare_pct 7.71 \
    post-route-util_pct 55.5 \
]
## flip-flops by register name, indices dropped and copies added (netlist names)
signal and count:
MOSI 1, T_0 1, T_1 1, clock_counter 3, count 32, select 1, state 1, volt_counter 12
## layer usage
metal	vias to the layer above	wire (um)	global-route usage [%]
met5	-	0	0
met4	0	0	0
met3	0	46	0.560
met2	12	1820	27.7
met1	836	2390	30.2
li1	969	-	-
## cell families (layout without fill, tap and decap cells)
group,Yosys count,count (layout)
xor gates and xnor gates,22,22
buffers and inverters,25,25
AOI/OAI and AO/OA,39,39
other,1,1
DFF,52,52
and+or+nand+nor,114,114
adders and majority gates,6,6
muxes,5,5
## cell type report
class / instances / area (sq um)
fill: 440 / 2120
timing repair buffer: 9 / 77.6
sequential: 52 / 1160
inverter: 12 / 45.0
clock buffer: 4 / 45.0
multi-input combinational: 187 / 1220
tap: 67 / 83.8
## power groups by stage
stage	Combinational [W]	Sequential [W]	Clock [W]
4_1_cts	0.00000227	0.0000525	0.000151
5_1_grt	0.00000250	0.0000525	0.000158
6_report	0.00000226	0.0000525	0.000148
## path summary, 6_finish.rpt
kind                                    endpoint  slack (ns)
worst max-delay path                       clock        0.65
worst min-delay path            clock_counter[0]        0.38
worst max register to register  clock_counter[2]        1.55
worst min register to register  clock_counter[0]        0.38
## placed cells by master (no fill, tap or decap), types with 5 or more instances in the layout
| master | n |
|---|---|
| dfxtp_1 | 40 |
| nor2_1 | 23 |
| a21oi_1 | 18 |
| nand3_1 | 14 |
| xnor2_1 | 14 |
| inv_1 | 12 |
| nand2_1 | 12 |
| edfxtp_1 | 12 |
| or4_1 | 11 |
| o31ai_1 | 10 |
| nand4_1 | 10 |
| nor4_1 | 10 |
| xor2_1 | 8 |
| or3_1 | 7 |
| nor3_1 | 6 |
| ha_1 | 6 |
| and4_1 | 5 |
| and3_1 | 5 |
| nor2b_1 | 5 |
| buf_4 | 5 |
## stage by stage
step                      hold WS, ns  cell area (sq um)
after floorplan                 0.357               2500
after global placement          0.367               2590
after detailed placement        0.375               2590
after CTS                       0.382               2640
after global routing            0.392               2640
final                           0.378               2640
## critical path: cells and delay by family, from the launching register on
kind	cells	cell delay, ns
buffers and inverters	2	0.68
flip-flops	1	0.30
Power is estimated from default activity; no workload was simulated.
