$ cat /design/flow/constraint.sdc
current_design top_adc

set clk_period 3.6
set clk_io_pct 0.2

create_clock -name clk0 -period $clk_period [get_ports {clock_in}]

set non_clock_inputs [all_inputs -no_clocks]
set_input_delay [expr $clk_period * $clk_io_pct] -clock clk0 $non_clock_inputs
set_output_delay [expr $clk_period * $clk_io_pct] -clock clk0 [all_outputs]
$ cat /design/flow/design.v
`timescale 1ns / 1ps
module adc(
input clock_in,
input miso,
output sck,
output ad_conv,
output res
);
reg [15:0] clock_divider = 16'b0;
always @ (posedge clock_in)
	clock_divider <= clock_divider + 1;
wire clock;
assign clock = clock_divider[0];
reg [63:0] ad = 64'h8000_0000_0000_0000;
always @ (negedge clock)
	ad <= {ad[0],ad[63:1]};
wire conv = ad[63];
assign ad_conv = conv;
reg [5:0] condition = 6'b000000;
always @ (posedge clock)
	condition <= condition + 1;
assign control = (condition == 6'b000000 || condition == 6'b000001 || condition == 6'b111111 || condition == 6'b111110);
wire sck2;
assign sck2 = (~control)&clock;
assign sck = sck2;	
reg [5:0] pointer = 6'b000000;
always @ (posedge clock)
	if(conv == 1) pointer <= 6'b000000;
	else pointer <= pointer + 1;
wire miso_control;
assign miso_control = (pointer == 6'd4 || pointer == 6'd5 || pointer == 6'd6 || pointer == 6'd7 || pointer == 6'd8 || pointer == 6'd9 || pointer == 6'd10 || pointer == 6'd11 || pointer == 6'd12 || pointer == 6'd13 || pointer == 6'd14 || pointer == 6'd15 || pointer == 6'd16 || pointer == 6'd17); 
reg [13:0] data;
always @ (negedge clock)
	if(miso_control == 1'b1) data <= {miso,data[13:1]};
assign res = data; 
endmodule
`timescale 1ns / 1ps
module gain_sel(
    output reg AMP_CS,
    output SPI_SCK,
    output reg MOSI,
    output AMP_SHDN,
	input clock_in,
	input start
    );
assign AMP_SHDN = 1'b0;
reg [15:0] clock_counter = 16'b0;
always@(posedge clock_in)
begin 
clock_counter <= clock_counter + 1;
end
assign SPI_SCK = clock_counter[0];
assign clock = clock_counter[0];
parameter S_idle = 1'b0,
			S_active = 1'b1;
reg state = S_idle;
reg [3:0] count;
reg T_0,T_1;
always@(posedge clock)
begin
case(state)
	S_idle:	begin
					T_0 <= 1'b1;
					T_1 <= 1'b0;
					if(start == 1'b1)
						begin
							state <= S_active;
						end
				end
	S_active: begin
					T_0 <= 1'b0;
					T_1 <= 1'b1;
					if(count == 4'b0111)
						state <= S_idle;
				end
endcase
end
always@(negedge clock)
begin
if(T_0 == 1'b1)
	begin
		AMP_CS <= 1'b1;
		MOSI <= 1'b1;
		count <= 4'b0;
	end
else if(T_1 == 1'b1)
	begin 
		count <= count+1;
		AMP_CS <= 1'b0;
		case(count)
			4'd3: MOSI<=1'b1;
			4'd7: MOSI<=1'b1;
			default: MOSI<=1'b0;		
		endcase
	end
end
endmodule
`timescale 1ns / 1ps
module top_adc(
output AMP_CS,
output MOSI,
output AMP_SHDN,
input clock_in,
input start,
input miso,
output ad_conv,
output res,
output final_sck
);
wire sck_for_gain_sel;
gain_sel m1(.AMP_CS(AMP_CS),.SPI_SCK(sck_for_gain_sel),.MOSI(MOSI),.AMP_SHDN(AMP_SHDN),.clock_in(clock_in),.start(start));
wire sck_for_adc;
adc m2(.clock_in(clock_in),.miso(miso),.ad_conv(ad_conv),.res(res),.sck(sck_for_adc));
assign final_sck = start&sck_for_gain_sel | (~start)&sck_for_adc;
endmodule
$ cat /design/flow/run.sh
#!/bin/bash
# OpenROAD 26Q1-2900-gdf79404cd8, Yosys 0.63+post, stock flow scripts
make -C /OpenROAD-flow-scripts/flow DESIGN_CONFIG=/design/flow/config.mk WORK_HOME=/design/flow/orfs finish
$ cat /design/flow/config.mk
export PLATFORM = sky130hd
export DESIGN_NAME = top_adc
export DESIGN_NICKNAME = top_adc
export VERILOG_FILES = /design/flow/design.v
export SDC_FILE = /design/flow/constraint.sdc
export NUM_CORES = 4
export LEC_CHECK = 1
export CORE_UTILIZATION = 30
==> flow_metrics.tcl <==
# implementation run metrics
set metrics [dict create \
    timing.final.crit_period_ps 2610 \
    finalHoldViolations 0 \
    synth_cells 171 \
    floorplan.initialDensity_pct 31.5 \
    cell_row_count 33 \
    min-delay-start "m1.clock_counter[0]" \
    antennaDiodeCount 0 \
    clock_tree_skew_after_final_layout_ps 0 \
    grt.overflow.total 0 \
    dp_worst_setup_slack_ps 968 \
    grt_max_degree 80 \
    die.size.x_um 95.5 \
    n_fill_cell 798 \
    timing.critical_path.slowest_cell_delay_ps 500 \
    critical_path.reg2reg.startpoint "m2.clock_divider[0]" \
    critical_path.max_fanout 3 \
    first_global_vias 1059 \
    power_frac_seq_pct 19.8 \
    hold_ws_ps 526 \
    cts_buffers 3 \
    unclocked_regs 99 \
    crit_start "start" \
    placed_cell_area_sq_um 2830 \
    routed_wirelength_normalized_by_instance_count_um 8.80 \
    net-switching-power_uw 17.6 \
    tritoncts "yes" \
    num_vias 1086 \
    worst-endpoint-arrival_ps 1890 \
    fin_setup_tns_ps 0 \
    untimed_endpoints 117 \
    die-height_um 95.5 \
    fin_total_pwr_uw 114 \
    netSwitchingFraction_pct 15.5 \
    clk_root_buffer_cell "sky130_fd_sc_hd__clkbuf_8" \
    multi_input_gate_area_sq_um 425 \
    worst_hold_path.num_cells 1 \
    clockBufferDepth 2 \
    power.leakage_nw 1.13 \
    ys_area_sq_um 2620 \
    worstSkewPairLatency_ps 210 \
    cts_setup_buffers 0 \
    final-seq-area_sq_um 2160 \
    setup_repair_after_global_routing_missed_its_margin "false" \
    post-route-worst-setup-slack_ps 990 \
    crit_family "buffers and inverters" \
    synth_stat.cells 171 \
    synth_flops 101 \
    timing.max_cap.violations 0 \
    grt_use_total_pct 6.37 \
    gr-max-usage-layer "met1" \
    post_route_cell_area_sq_um 2880 \
    dr.first_iter.drc_count 30 \
    worst-slew-pin-transition_ps 597 \
    rrSetupSlack_ps 2430 \
    post_cts.resized_instances 0 \
    cts.hold.buffers_added 0 \
    viasPerCell 3.80 \
    drt_drc_violations_left 0 \
    worst-setup-path-type "in2out" \
    detailedRoute.firstPassIterationCount 4 \
    cpMaxStageDelayCell "sky130_fd_sc_hd__clkdlybuf4s50_1" \
    die-area_sq_um 9120 \
    critPathBufInv 2 \
    p_int_uw 96.3 \
    groute.layer.met3.usage_pct 1.22 \
    synthToLayoutAreaGrowth_pct 9.59 \
    power-per-cell-area_nw_per_um2 39.6 \
    yosys_warnings 4 \
    startpoint_type_of_the_worst_setup_path "input port" \
    hpwl_dp_um 1570 \
    timing.hold.worst_endpoint "m1.clock_counter[0]" \
    worstSetupEndpointType "output pin" \
    outcome "completed" \
    hold_removal_path_class "reg2reg" \
    syn-cell-area_sq_um 2620 \
    timing.critical_path.mode_cell "sky130_fd_sc_hd__clkdlybuf4s50_1" \
    final_antenna_net_count 0 \
    gp_congestion 0.705 \
    cells_on_worst_reg2reg_path 2 \
    utilization_pct 34.5 \
    cts_max_level 1 \
    use_met2_pct 8.69 \
    r2r-end "m2.clock_divider[0]" \
    report.final.setup_viol 0 \
    crit_chain "clkdlybuf4s50_1 > o31ai_1 > clkdlybuf4s50_1" \
    dpl.cell_count 283 \
    final_instance_count_without_filler_cells 286 \
    syn_avg_cell_area_sq_um 15.3 \
    power.clock.fraction_pct 76.7 \
    antenna_found_initial 0 \
    share_comb_of_total_power_pct 3.5 \
    met1_usage_pct 11.4 \
    ys_seq_share_pct 82.4 \
    critPathRequiredTime_ps 2880 \
    stage_log_warnings 31 \
    drive_above_1_share_pct 3.87 \
    routed_wirelength_um 2520 \
    fp.coreArea_sq_um 8340 \
    post_synth_num_cell_types 27 \
    report.final.slew_viol_count 0 \
    clkTransAtPathRegs_ps 30 \
    fmaxAchievable_ghz 0.383 \
    num_io_pins 9 \
    port_buffers 7 \
    first_pass_grt_wire_length_um 4640 \
    finalClockPeriodUsage_pct 72.5 \
    relSlewSlack_pct 60.2 \
    vdd_ir_drop_max_mv 0.160 \
]
==> synthesized netlist by cell type <==
| master | n | area, sq um |
|---|---|---|
| sky130_fd_sc_hd__mux2i_1 | 1 | 10.0 |
| sky130_fd_sc_hd__nand4_1 | 1 | 6.26 |
| sky130_fd_sc_hd__nor2_1 | 13 | 48.8 |
| sky130_fd_sc_hd__o21a_1 | 1 | 7.51 |
| sky130_fd_sc_hd__a21oi_1 | 1 | 5.00 |
| sky130_fd_sc_hd__or3_1 | 1 | 6.26 |
| sky130_fd_sc_hd__nand3_1 | 4 | 20.0 |
| sky130_fd_sc_hd__buf_4 | 1 | 7.51 |
| sky130_fd_sc_hd__nor4_1 | 1 | 6.26 |
| sky130_fd_sc_hd__a21o_1 | 1 | 7.51 |
| sky130_fd_sc_hd__nand3_2 | 1 | 10.0 |
| sky130_fd_sc_hd__inv_1 | 8 | 30.0 |
| sky130_fd_sc_hd__a211oi_1 | 1 | 7.51 |
| sky130_fd_sc_hd__nand2_1 | 3 | 11.3 |
| sky130_fd_sc_hd__conb_1 | 1 | 3.75 |
| sky130_fd_sc_hd__o21bai_1 | 2 | 15.0 |
| sky130_fd_sc_hd__nor2b_1 | 2 | 12.5 |
| sky130_fd_sc_hd__dfxtp_1 | 87 | 1740 |
| sky130_fd_sc_hd__edfxtp_1 | 14 | 420 |
| sky130_fd_sc_hd__xor2_1 | 7 | 61.3 |
| sky130_fd_sc_hd__a31oi_1 | 1 | 6.26 |
| sky130_fd_sc_hd__clkbuf_1 | 1 | 3.75 |
| sky130_fd_sc_hd__o31ai_1 | 1 | 7.51 |
| sky130_fd_sc_hd__ha_1 | 9 | 113 |
| sky130_fd_sc_hd__xnor2_1 | 4 | 35.0 |
| sky130_fd_sc_hd__nor3_1 | 1 | 5.00 |
| sky130_fd_sc_hd__o21ai_0 | 3 | 15.0 |
==> cells in the final DEF, fill, tap and decap left out, types with 2 or more instances in the layout <==
master	count
sky130_fd_sc_hd__buf_4	2
sky130_fd_sc_hd__clkbuf_8	3
sky130_fd_sc_hd__clkdlybuf4s50_1	7
sky130_fd_sc_hd__dfxtp_1	87
sky130_fd_sc_hd__edfxtp_1	14
sky130_fd_sc_hd__ha_1	9
sky130_fd_sc_hd__inv_1	8
sky130_fd_sc_hd__nand2_1	3
sky130_fd_sc_hd__nand3_1	4
sky130_fd_sc_hd__nor2_1	13
sky130_fd_sc_hd__nor2b_1	2
sky130_fd_sc_hd__o21ai_0	3
sky130_fd_sc_hd__o21bai_1	2
sky130_fd_sc_hd__xnor2_1	4
sky130_fd_sc_hd__xor2_1	7
==> worst reg2reg max path: cells and delay by family (launching register included) <==
| family | cells | cell delay [ps] |
|---|---|---|
| buffers and inverters | 2 | 580 |
| flip-flops | 1 | 410 |
==> worst max path at each step <==
stage	end	cells after the start
final	final_sck	3
after global routing	final_sck	3
after CTS	final_sck	3
==> sequential cells by signal, indices dropped and copies added (netlist names) <==
name	cells
m1.AMP_CS	1
m1.MOSI	1
m1.T_0	1
m1.T_1	1
m1.clock_counter	1
m1.count	4
m1.state	1
m2.ad	64
m2.clock_divider	1
m2.condition	6
m2.data	14
m2.pointer	6
==> logic make-up (layout without fill, tap and decap cells) <==
logic type | after synthesis | count (layout) | share of synthesized area (%)
flops | 101 | 101 | 82.4
simple gates | 27 | 27 | 4.82
compound gates | 11 | 11 | 2.72
fa+ha+maj | 9 | 9 | 4.29
mux | 1 | 1 | 0.382
xor+xnor | 11 | 11 | 3.67
buf+inv | 10 | 20 | 1.57
other cells | 1 | 1 | 0.143
==> power groups by stage <==
stage | sequential, mW | combinational (mW) | clock [mW]
after CTS | 0.0226 | 0.00401 | 0.0906
after global routing | 0.0226 | 0.00426 | 0.0917
final | 0.0226 | 0.00394 | 0.0874
==> final cells by class <==
type	count	share of cell area (%)
Sequential cell	101	75.2
Multi-Input combinational cell	60	14.8
Tap cell	105	4.57
Timing Repair Buffer	9	2.96
Clock buffer	3	1.44
Inverter	8	1.04
==> per-layer routing <==
layer  share of wire (%)  vias to the layer above  wire length, um
met2                  34                       18              856
met1                  63                      501             1580
met5                   0                        -                0
li1                    -                      567                -
met3                 3.3                        0               83
met4                   0                        0                0
No activity file was given, so power comes from the tool's default toggle rates.
